File: flow/design.v
module reg_file (
    clk, reset, reg_write, instruction, write_data, read_data1, read_data2
);
input          clk, reset, reg_write;
input   [31:0] instruction, write_data;
output  [31:0] read_data1, read_data2;
integer k;
reg [31:0] Registers [31:0];
wire [4:0] Rs1 = instruction[19:15];
wire [4:0] Rs2 = instruction [24:20];
wire [4:0] Rd = instruction [11:7];
always @(posedge clk or posedge reset) begin
    if(reset) begin
        for (k=0 ;k<32 ;k=k+1 ) begin
            Registers[k] <= 32'b0;
        end
    end    
    else if (reg_write && Rd != 5'b00000) begin  
        Registers[Rd] <= write_data;
    end
end
assign read_data1 = Registers[Rs1];
assign read_data2 = Registers[Rs2];
endmodule
File: flow/run.sh
#!/bin/bash
# OpenROAD 26Q1-2900-gdf79404cd8, Yosys 0.63+post, stock flow scripts
make -C /OpenROAD-flow-scripts/flow DESIGN_CONFIG=/design/flow/config.mk WORK_HOME=/design/flow/orfs finish
File: flow/config.mk
export PLATFORM = sky130hd
export DESIGN_NAME = reg_file
export DESIGN_NICKNAME = reg_file
export VERILOG_FILES = /design/flow/design.v
export SDC_FILE = /design/flow/constraint.sdc
export NUM_CORES = 4
export LEC_CHECK = 1
export CORE_UTILIZATION = 50
File: flow/constraint.sdc
current_design reg_file

set clk_period 8.8
set clk_io_pct 0.2

create_clock -name clk0 -period $clk_period [get_ports {clk}]

set non_clock_inputs [all_inputs -no_clocks]
set_input_delay [expr $clk_period * $clk_io_pct] -clock clk0 $non_clock_inputs
set_output_delay [expr $clk_period * $clk_io_pct] -clock clk0 [all_outputs]
==> notes.md <==
yosys + openroad results -> Sequential Power Share=48.5%, Register-to-Register Path Depth=1, worst vdd ir=0.000210 V, count of input and output buffers=113, R2R setup slack=7.81 ns, Reg with most FFs=Registers, max-slew violation count=0, placed wire-length estimate=162000 µm, weighted congestion reported at the end of routability-driven placement=1.08, aggregate global-route resource usage=54.4%, destination of the worst register-to-register timing path=Registers[6][26], violations in the final reports=design-rule violations, launch point of the worst reg-to-reg path=Registers[6][26], synthesis warning total=2, list of most frequent post-synthesis cells=1024 x sky130_fd_sc_hd__dfrtp_1, 996 x sky130_fd_sc_hd__mux2_2, 751 x sky130_fd_sc_hd__a22oi_1, 252 x sky130_fd_sc_hd__nand2_1, 195 x sky130_fd_sc_hd__clkbuf_1, delay of the slowest critical-path stage=0.73 ns, drt initial violations=6262, type of the worst setup path=primary input to primary output, most used cell along the critical path=sky130_fd_sc_hd__buf_4, library cell used as clock root buffer=sky130_fd_sc_hd__clkbuf_16, Hold Crit Start=Registers[0][29], clock period minus final worst setup slack=7.99 ns, Cells after Synth=4394, IO Pins=131, leading registers by flop count=Registers (1024), top cell type by total area after synthesis=sky130_fd_sc_hd__dfrtp_1, Pre-Place Util=50.5%, maximum root-to-sink buffer count=3, Final Routed Wirelength=266000 µm, Achievable Freq=125 MHz, maximum number of pins on one net before global-route repair=120, post-synthesis cell type count=66, number of buffers added for setup after CTS=0, top area contributor share=49.9%, Critical Path AT=6.23 ns, cell types occupying the most area after synthesis=sky130_fd_sc_hd__dfrtp_1 50%, sky130_fd_sc_hd__mux2_2 22%, sky130_fd_sc_hd__a22oi_1 11%, Cell Area, Synth=51300 µm², fraction of final layout cells sized beyond drive strength 1=34.6%, area of the synthesized netlist per yosys stat=51300 µm², Via density=7.63, first-pass GRT wire length=364000 µm, number of hold violations in the final report=0, Max Fanout on Critical Path=33, most used flip-flop cell after synthesis=sky130_fd_sc_hd__dfrtp_1, growth of design area from synthesis to finish=14.3%, detailed-route via count=45100, Clk pwr share=36.9%, Die Wd=322 µm, syn_area_per_cell=11.7 µm², TritonCTS clock tree=yes, insertion delay to the later sink of the worst-skew pair=0.72 ns, Post-route DRC=3, cell count listed in synth_stat.txt=4394, setup repair after global routing missed its margin=no, CTS H-tree lvls=3, data required time of the worst path=7.04 ns, fin crit share=90.8%, cts-stage hold buffer count=0, OpenROAD warnings=68, std cell rows=117, class of the worst hold path=register to register, share of flip-flops with an asynchronous set or reset after synthesis=100%, Crit-path slowest cell=sky130_fd_sc_hd__nand2b_2, status=finished, violations left, internal cell power=9430 µW, series of cell instances along the critical path=buf_4 > nand2b_2 > buf_4 > nor2_4 > buf_4 > a22oi_1 > nand4_1 > nor2_1 > a31oi_1 > clkdlybuf4s50_1, sequential element share of the synthesized area=49.9%, reported max-cap violation count=0, final-layout fill cell count=8440, Max transition margin=15.7%, TritonCTS buffer count=110, die height=322 µm, number of instances resized during post-cts repair=0, GRT Residual Overflow=0, CP endpoint kind=primary output, core area=102000 µm², sort of element at the start of the critical path=primary input, number of flip-flops under the largest register name=1024, antenna violations before repair=18, total net switching power=3780 µW, worst setup margin=0.805 ns, Power Total=13200 µW, via count of the first global-routing pass=43900, Lkg Pwr=0.0257 µW, remaining number of nets flagged by the antenna check after routing=0, number of sinks driven by the clock tree=1024, register clock-pin slew on the reported worst setup and hold paths=0.06 ns, number of failing setup endpoints in the final timing report=0, share of total power consumed by net switching=28.6%, Place WS=1.21 ns, transition time of the tightest slew-check pin=1.26 ns, clock skew=0 ns, Worst Hold Endpoint=Registers[0][29], Comb power frac=14.6%, flop and latch count out of synthesis=1024, Power per Cell Area=225 nW/µm², DR pass1 iterations=49, cell count of the worst hold path=0, mean routed wirelength per cell=45.1 µm, count of library flops with an enable pin=0, die outline area=104000 µm², count leader, synth=sky130_fd_sc_hd__dfrtp_1
metal layers:
metal,global-route usage (%),vias to the layer above,wire (µm)
met3,37.0,1413,48800
met2,69.1,4248,104000
li1,-,16900,-
met1,68.7,22500,90700
met4,32.0,39,22200
met5,2.82,-,631
final cells by class:
| type | count | area [µm²] | share of cell area [%] |
|---|---|---|---|
| multi-input combinational | 2907 | 24200 | 41.3 |
| inverter | 7 | 30.0 | 0.0512 |
| sequential | 1024 | 25600 | 43.7 |
| tap | 1368 | 1710 | 2.92 |
| timing repair buffer | 381 | 3320 | 5.66 |
| clock inverter | 50 | 573 | 0.977 |
| clock buffer | 153 | 3170 | 5.39 |
| antenna | 17 | 42.5 | 0.0725 |
cells in the final DEF (no fill, tap or decap), drive strengths merged, types with 84 or more instances in the layout:
cell type and instances:
nand2 253, clkdlybuf4s50 105, buf 275, mux2 1005, nand4 101, a22oi 751, a21oi 84, nor2 177
clkbuf 154, dfrtp 1024
power by group through the flow:
stage / combinational (µW) / sequential, µW / clock (µW)
6_report: 1930 / 6410 / 4870
4_1_cts: 1890 / 6370 / 4880
5_1_grt: 2040 / 6500 / 5050
worst max path at each step:
stage         slack [ns]             from             end
finish              0.81  instruction[23]  read_data2[31]
CTS                 1.20  instruction[23]  read_data2[31]
global route        1.04  instruction[23]  read_data2[31]
critical path: cells and delay by family:
kind                   cells  cell delay [ns]
AND-OR/OR-AND              2             0.63
buffers and inverters      4             2.23
AND/OR/NAND/NOR            4             1.52
cells by family (layout without fill, tap and decap cells):
family	count (synthesis)	after routing	share of synthesized area, %
mux	1052	1052	23.0
other cells	0	17	0
compound gates	1077	1077	15.6
flops	1024	1024	49.9
buf+inv	463	591	4.06
simple gates	778	778	7.42
per-stage QoR:
step / utilization [%] / TNS (ns) / hold slack [ns] / instances / cell area, µm²
after floorplan: - / -7243.71 / 0.451 / 4394 / 51400
after global placement: 54.0 / 0 / 0.388 / 5687 / 54900
after detailed placement: 54.0 / 0 / 0.390 / 5687 / 54900
after CTS: 57.6 / 0 / 0.404 / 5890 / 58600
after global routing: 57.6 / 0 / 0.410 / 5892 / 58600
final: 57.7 / 0 / 0.400 / 5907 / 58700
Power figures rest on the tool's default switching activity, not on a simulated workload.
