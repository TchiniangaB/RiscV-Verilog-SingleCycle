**design/flow/config.mk**
```make
export PLATFORM = sky130hd
export DESIGN_NAME = Mux2to1
export DESIGN_NICKNAME = Mux2to1
export VERILOG_FILES = /design/flow/design.v
export SDC_FILE = /design/flow/constraint.sdc
export NUM_CORES = 4
export LEC_CHECK = 1
export CORE_AREA = 10 10 70 70
export DIE_AREA = 0 0 80 80
```
**design/flow/run.sh**
```bash
#!/bin/bash
# OpenROAD 26Q1-2900-gdf79404cd8, Yosys 0.63+post, stock flow scripts
make -C /OpenROAD-flow-scripts/flow DESIGN_CONFIG=/design/flow/config.mk WORK_HOME=/design/flow/orfs finish
```
**design/flow/constraint.sdc**
```tcl
current_design Mux2to1

set clk_period 1.0
set clk_io_pct 0.2

create_clock -name clk0 -period $clk_period

set non_clock_inputs [all_inputs -no_clocks]
set_input_delay [expr $clk_period * $clk_io_pct] -clock clk0 $non_clock_inputs
set_output_delay [expr $clk_period * $clk_io_pct] -clock clk0 [all_outputs]
```
**design/flow/design.v**
```verilog
module Mux2to1 (
    sel, A, B, Mux_Out
);
input         sel;
input  [31:0] A, B;
output [31:0] Mux_Out;
assign Mux_Out = (sel == 1'b0) ? A : B;
endmodule
```
==> impl_metrics.json <==
{
  "status": "complete, but fails checks",
  "violations": "setup timing",
  "ys_seq_share_pct": 0,
  "synth_area_um2": 544,
  "fmax_mhz": 851,
  "grtUsageTotal_pct": 7.87,
  "relSlewSlack_pct": 95.9,
  "n_antenna_cell": 0,
  "gp_congestion": 0.760,
  "synth_cell_type_count": 4,
  "ys_cells": 36,
  "cts_hold_buf": 0,
  "max_slew.worst_pin.slew_ns": 0.0611,
  "antenna_left": 0,
  "regArea_um2": 0,
  "avgSynthCellArea_um2": 15.1,
  "fill_cells": 327,
  "holdWs_ns": 0.694,
  "routed_via_density": 3.80,
  "dieHeight_um": 80,
  "power_uw": 660,
  "core_mm2": 0.00342,
  "drc": 0,
  "slew_viol_final": 0,
  "grt_max_degree": 8,
  "layout_top_cell": "dlygate4sd2_1",
  "period_needed_ns": 1.18,
  "drive_gt1_share_pct": 56.2,
  "num_vias": 730,
  "power_density_mw_per_mm2": 389,
  "simple_gate_area_share_pct": 0,
  "ys_sh_adder_pct": 0,
  "hp-class": "in -> out",
  "die_area_mm2": 0.00640,
  "ir_drop_v": 0.000173,
  "synth.area.mux_share_pct": 86.9,
  "routedWlPerCell_um": 14.8,
  "p_leak_nw": 0.990,
  "grt_pass1_vias": 824,
  "nClkBuffers": 0,
  "grt_overflow": 0,
  "area_growth_pct": 212,
  "final_cell_mix": "dlygate4sd2_1, mux2_4, buf_6",
  "worstPathMaxFanout": 7,
  "yosysWarnings": 0,
  "grt_first_pass_wirelength_um": 4150,
  "crit_path_start_kind": "input pin",
  "ys_sh_aoi_pct": 0,
  "endpoint_kind": "output pin",
  "ys_area_um2": 544,
  "dr.first_iter.drc_count": 4,
  "worst_slack_ns": -0.175,
  "initCoreUtil_pct": 15.9,
  "ff_count": 0,
  "die_x_um": 80,
  "tool_warnings": 34,
  "post-dp-hpwl_um": 2400,
  "maxCapViolCount": 0,
  "ioPinCount": 97,
  "synth_xor_xnor_area_share_pct": 0,
  "final_hold_viol_count": 0,
  "postSynthCellCount": 36,
  "crit_required_ns": 0.80,
  "path_class": "in -> out",
  "row_count": 21,
  "setup_viol": 32,
  "dr.pass1.iters": 2,
  "rsz0062_at_grt": "true",
  "wirelength_um": 2850,
  "timing.final.crit_share_pct": 118,
  "logic_family": "multiplexers",
  "antenna_found_initial": 0,
  "port_buffers": 97,
  "crit_arrival_ns": 0.98
}
[report_power, final]
part	switching, mW	internal (mW)
logic	0.141	0.519
registers	0	0
clock network	0	0
[final timing paths]
| path | from | end | slack (ns) | cells past startpoint |
|---|---|---|---|---|
| max | sel | Mux_Out[31] | -0.18 | 5 |
| min | A[24] | Mux_Out[24] | 0.69 | 3 |
[synthesized netlist by cell type (all sizes together)]
cell type / number / area share (%)
mux2: 32 / 87
buf: 4 / 13
[routing by layer]
metal	up-vias	global-route usage, %	routed length [um]
li1	362	-	-
met1	317	8.97	1140
met2	51	14.3	1390
met3	0	3.07	313
met4	0	0	0
met5	-	0	0
[through the flow]
| stage | instance area, um2 | setup slack [ns] | utilization [%] | setup TNS [ns] | instances |
|---|---|---|---|---|---|
| final | 1700 | -0.175 | 49.7 | -5.03 | 192 |
| after global routing | 1700 | -0.194 | 49.7 | -5.62 | 192 |
| after CTS | 1610 | -0.178 | 47.0 | -5.20 | 192 |
| after detailed placement | 1540 | -0.497 | 45.0 | -15.27 | 177 |
| after global placement | 1540 | -0.492 | 45.0 | -15.25 | 177 |
| after floorplan | 544 | 0.0669 | - | 0 | 36 |
[worst max-delay path, stage by stage]
cell and delay, ns:
buf_12 0.11, buf_12 0.13, buf_8 0.12, mux2_4 0.30, buf_6 0.11
[final cells by class]
cell class | instances | area (um2) | share of cell area, %
Tap cell | 46 | 57.6 | 3.39
Timing Repair Buffer | 114 | 1160 | 68.3
Multi-Input combinational cell | 32 | 480 | 28.3
[what timing repair did]
| item | in CTS | in global routing |
|---|---|---|
| gates resized | 170 | 23 |
| setup endpoints to repair | 32 | 32 |
| cloned | 1 | 0 |
| setup buffers | 14 | 0 |
[cell families (layout without fill, tap and decap cells)]
kind of cell           after synthesis  count (layout)
multiplexers                        32              32
buffers and inverters                4             114
