==> flow/design.v <==
module data_memory (
    clk, reset, MemWrite, MemRead, read_address, write_data, MemData_out
);
input clk, reset, MemWrite, MemRead;
input [31:0] read_address, write_data;
output [31:0] MemData_out;
integer k;
reg[31:0] D_Memory [63:0];
always @(posedge clk or posedge reset) begin
    if (reset) begin
        for (k=0 ; k<64; k=k+1) begin
            D_Memory[k] <= 32'b0;
        end
    end
    else if (MemWrite) begin
        D_Memory[read_address] <= write_data;
    end
end
assign MemData_out = (MemRead) ? D_Memory[read_address] : 32'b0;
endmodule
==> flow/config.mk <==
export PLATFORM = sky130hd
export DESIGN_NAME = data_memory
export DESIGN_NICKNAME = data_memory
export VERILOG_FILES = /design/flow/design.v
export SDC_FILE = /design/flow/constraint.sdc
export NUM_CORES = 4
export LEC_CHECK = 1
export CORE_UTILIZATION = 50
==> flow/run.sh <==
#!/bin/bash
# OpenROAD 26Q1-2900-gdf79404cd8, Yosys 0.63+post, stock flow scripts
make -C /OpenROAD-flow-scripts/flow DESIGN_CONFIG=/design/flow/config.mk WORK_HOME=/design/flow/orfs finish
==> flow/constraint.sdc <==
current_design data_memory

set clk_period 5.8
set clk_io_pct 0.2

create_clock -name clk0 -period $clk_period [get_ports {clk}]

set non_clock_inputs [all_inputs -no_clocks]
set_input_delay [expr $clk_period * $clk_io_pct] -clock clk0 $non_clock_inputs
set_output_delay [expr $clk_period * $clk_io_pct] -clock clk0 [all_outputs]
==> results.py <==
# Physical implementation metrics
metrics = {
    "clocking": {
        "cts_buffers": 213,
        "clockBufferDepth": 3,
        "path_clk_slew_ns": 0.06,
        "htreeDepth": 4,
        "clock_sink_count": 2048,
        "ctsRootBufferMaster": "clkbuf_16",
        "clk_latency_ns": 0.89,
        "cts_tree": "done",
    },
    "timing": {
        "timing.hold.ws_ns": 0.484,
        "fmax_mhz": 174,
        "slew_headroom_pct": 15.1,
        "slew_viol_final": 0,
        "finalHoldViolCount": 0,
        "period_needed_ns": 5.76,
        "rsz0062_at_grt": "no",
        "finClkSkew_ns": 0,
        "tightest_slew_ns": 1.27,
        "finalSetupViolations": 0,
        "finalCritPeriodShare_pct": 99.3,
    },
    "floorplanning": {
        "fp-utilization_pct": 50.4,
        "coreArea_um2": 176000,
        "ioPinCount": 100,
        "row_count": 154,
        "die_w_um": 424,
        "die_area_um2": 180000,
        "die_h_um": 424,
    },
    "synth": {
        "syn_area_per_cell_um2": 13.6,
        "netlist.area_leader.share_pct": 57.6,
        "synthTopCellsByCount": "dfrtp_1, mux2_2, a22oi_1",
        "xor_share_pct": 0,
        "ys_warn_count": 2,
        "post-synth-top-count-cell": "dfrtp_1",
        "logic_family": "multiplexers",
        "synth_area_um2": 89000,
        "numSynthFlops": 2048,
        "synth-compound-area-share_pct": 8.80,
        "yosysTopAreaCell": "dfrtp_1",
        "mux_share_pct": 25.9,
        "yosys_most_used_dff": "dfrtp_1",
        "postSynth.asyncResetShare_pct": 100,
        "synthAdderAreaFrac_pct": 0,
        "area_leaders": "dfrtp_1, mux2_2, a22oi_1",
        "syn-instance-count": 6531,
        "ys_types": 50,
        "yosysCellCount": 6531,
        "edf_count": 0,
        "ys_seq_share_pct": 57.6,
        "ys_area_um2": 89000,
        "ys_sh_simple_pct": 4.42,
    },
    "drt": {
        "viasPerCell": 6.80,
        "wl_per_cell_um": 40.9,
        "routed_wl_um": 379000,
        "ant_nets": 0,
        "first_pass_iters": 19,
        "dr.first_iter.drc_count": 5541,
        "vias": 63000,
        "route.detailed.drc": 0,
    },
    "power_and_ir_drop": {
        "power_mw": 34.7,
        "powerDensity_nw_per_um2": 331,
        "ir_worst_vdd_mv": 0.265,
        "leakagePower_nw": 50.2,
    },
    "critical_path": {
        "crit_chain": "clkdlybuf4s50_1, buf_12, buf_12, and4bb_4, and2_2, buf_4, a22oi_1, nand3_1, nor4_1, buf_4, a31oi_1, clkdlybuf4s50_1",
        "path_class": "in -> out",
        "worst_path_largest_cell_delay_ns": 0.52,
        "cp-start-kind": "input port",
        "cp_data_arrival_time_ns": 4.60,
        "path_max_fanout": 21,
        "path_delay_family": "buffers and inverters",
        "cp-end-kind": "output port",
        "slowest_stage": "clkdlybuf4s50_1",
        "cp.required_ns": 4.64,
        "crit_buf_inv": 6,
    },
    "global_routing": {
        "grt_max_degree": 133,
        "antenna_found_initial": 14,
        "overflow": 0,
        "grt_pass1_vias": 63100,
        "grt_pass1_wl_um": 522000,
        "grtUsageTotal_pct": 45.2,
    },
    "final_layout": {
        "stdcell_area_um2": 105000,
        "largest-register": "D_Memory",
        "drive_gt1_share_pct": 46.1,
        "combGateArea_um2": 35900,
        "area_growth_pct": 17.7,
        "largest_reg_flops": 2048,
        "register_area_um2": 51200,
        "fill_cells": 13500,
        "biggestRegsByFlops": "D_Memory x2048",
    },
    "placement": {
        "globalplace.congestion": 0.984,
        "placed_area_um2": 96800,
        "io_buffers": 73,
        "post-dp-hpwl_um": 231000,
    },
    "job": {
        "drv_cap": 0,
        "warnings": 94,
    },
    "run_status": {
        "status": "finished, final reports clean",
    },
    "worst_hold_path": {
        "hold_path.class": "reg -> reg",
    },
}
-- power breakdown --
part / leakage [nW] / switching (mW) / internal, mW
clock network: 3.74 / 6.03 / 8.50
registers: 27.2 / 0.907 / 16.2
logic: 19.2 / 1.44 / 1.67
-- final timing paths --
| path | startpoint | end | slack, ns | cells after the start |
|---|---|---|---|---|
| min | D_Memory[18][12] | D_Memory[18][12] | 0.48 | 1 |
| min in group asynchronous | reset | D_Memory[1][17] | 0.80 | 2 |
| min reg2reg | D_Memory[18][12] | D_Memory[18][12] | 0.48 | 1 |
| max in group asynchronous | reset | D_Memory[60][27] | 3.24 | 4 |
| max reg2reg | D_Memory[39][20] | D_Memory[39][20] | 4.99 | 1 |
| max | read_address[3] | MemData_out[19] | 0.04 | 12 |
-- cell usage in the layout, fill, tap and decap left out, types with 45 or more instances in the layout --
cell type	count
nand2_1	147
a22oi_1	871
buf_12	172
clkbuf_8	68
and3_1	126
nor4_1	45
buf_4	404
dfrtp_1	2048
nand4_1	125
nand3_1	62
nor2_4	55
clkbuf_16	213
mux2_2	2029
-- area by class of cell --
class | instances | area share, %
flip-flops and latches | 2048 | 48.9
clock buffers | 318 | 6.12
repair buffers | 650 | 6.74
inverters | 3 | 0.0143
well taps | 2340 | 2.80
diodes | 11 | 0.0263
clock inverters | 81 | 1.09
multi-input cells | 3815 | 34.3
-- layer usage --
layer / GRT usage (%) / vias up / wire (µm)
li1: - / 24800 / -
met1: 60.8 / 33400 / 138000
met2: 59.6 / 3627 / 156000
met3: 26.4 / 1176 / 57000
met4: 22.7 / 28 / 26500
met5: 1.24 / - / 778
-- timing repair --
item	in CTS	in global routing
hold buffers	0	0
setup buffers	1	9
resized	28	32
cloned	0	0
endpoints found under the setup margin	14	21
pin swaps	4	8
-- metrics by stage --
stage / std cells / setup TNS, ns / util [%] / setup WS, ns
2_1_floorplan: 6531 / - / - / -23.80
3_3_place_gp: 8846 / -2.72 / 54.8 / -0.544
3_5_place_dp: 8846 / -2.32 / 54.8 / -0.456
4_1_cts: 9246 / -0.0269 / 59.2 / -0.0269
5_1_grt: 9257 / 0 / 59.3 / 0.00158
6_report: 9266 / 0 / 59.3 / 0.0406
-- cell families after synthesis --
family                 count (synthesis)
multiplexers                        2049
flip-flops                          2048
AND-OR/OR-AND                       1045
AND/OR/NAND/NOR                      721
buffers and inverters                668
Power and IR drop assume default switching activity.
